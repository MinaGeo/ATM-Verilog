[./design.v]
module ATM(
	input clk,
	input incard,
	input language,
	input [3:0] password,
	input [1:0] operation,
	input [5:0] amount,
	input [1:0] confirm,
	input again,
	output reg incorrectpassword,
	output reg nobalance,
	output reg success,
	output reg [5:0] balance);
	localparam [3:0]	S0=4'b0000, 
						S1=4'b0001, 
						S2=4'b0010, 
						S3=4'b0011, 
						S4=4'b0100, 
						S5=4'b0101, 
						S6=4'b0110, 
						S7=4'b0111, 
						S8=4'b1000, 
						correctpass=4'b0110;
	reg [3:0]	currentstate,
				nextstate;
	reg [5:0] bal;
initial 
		begin
		currentstate = S0;
		bal=6'b110000;
		nobalance=0;
        success=0;
        incorrectpassword=0;
		end
always @(posedge clk)
	begin
		currentstate <= nextstate ;
	end
 always @(*)
	begin
	case(currentstate)
	S0	:	begin
			if(!incard)
				nextstate=S0;
			else
				nextstate=S1;
			end
	S1	:	begin
			if(!language)
				nextstate = S1;
			else 
				nextstate = S2;
			end
	S2	:	begin
			if(password == correctpass)
				begin
				nextstate = S3;
				incorrectpassword = 1'b0;
				end
			else
				begin
				nextstate = S0;
				incorrectpassword = 1'b1;
				end	
			end
	S3	:	begin
			case (operation)
			2'b00 :		nextstate =S4;
			2'b10 :		nextstate = S5;
			2'b01 :		nextstate = S6;
			default : nextstate = S3;
			endcase
			end
	S4	:	begin
			if(amount)
				nextstate = S7;
			else
				nextstate = S4;
			end
	S5	:	begin
			if(amount && amount < balance)	
					nextstate = S7;
			else
					nextstate = S5;
			end
	S6	:	begin
			if(confirm == 2'b10)
				nextstate = S8;
			else 
				nextstate = S6;
			end
	S7	:	begin
			case (confirm)
			2'b00 : nextstate = S4;
			2'b01 : nextstate = S5;
			2'b11 : nextstate = S8;
			default : nextstate = S7;
			endcase
			end
	S8	: 	begin
			if(again)
				nextstate = S3;
			else
				nextstate = S0;
			end				
	endcase
	end
always @ (*)
	begin
	case (currentstate)
	S2:	begin
		if(password == correctpass)
			incorrectpassword = 0;
		else	
			incorrectpassword = 1;
		end
	S7 : begin
		if(amount && operation == 2'b00)
			bal = bal + amount;
		else if(amount <= bal && operation == 2'b10)
			begin	
				bal = bal - amount;
				nobalance = 0 ;
			end
		else if(amount > bal && operation == 2'b10)
			nobalance = 1;
		else nobalance = 0;
		 end
	S8 : success = 1;
	endcase
	balance = bal;
	end
endmodule
[./run.sh]
#!/bin/bash
# OpenROAD 26Q1-2900-gdf79404cd8, Yosys 0.63+post, stock flow scripts
make -C /OpenROAD-flow-scripts/flow DESIGN_CONFIG=/design/flow/config.mk WORK_HOME=/design/flow/orfs finish
[./config.mk]
export PLATFORM = sky130hd
export DESIGN_NAME = ATM
export DESIGN_NICKNAME = ATM
export VERILOG_FILES = /design/flow/design.v
export SDC_FILE = /design/flow/constraint.sdc
export NUM_CORES = 4
export LEC_CHECK = 1
export CORE_AREA = 10 10 84 84
export DIE_AREA = 0 0 94 94
[./constraint.sdc]
current_design ATM

set clk_period 3.5
set clk_io_pct 0.2

create_clock -name clk0 -period $clk_period [get_ports {clk}]

set non_clock_inputs [all_inputs -no_clocks]
set_input_delay [expr $clk_period * $clk_io_pct] -clock clk0 $non_clock_inputs
set_output_delay [expr $clk_period * $clk_io_pct] -clock clk0 [all_outputs]
==> impl_metrics.yaml <==
# flow metrics
timing:
  tightest_slew_ps: 608
  untimed_endpoints: 19
  report.final.slew_viol_count: 0
  hold_violations: 0
  rsz0062_at_grt: "false"
  min_period_over_period_pct: 96.3
  whs_ps: 2330
  max_freq_mhz: 297
  unclocked_regs: 13
  fin_crit_ps: 3370
  finalSetupViolations: 0
  slew_headroom_pct: 59.3
critical_path:
  crit_type: "primary input to output port"
  critical_path_required_ps: 2800
  cp.arrival_ps: 2670
  start_kind: "primary input"
  cp_cell_sequence: "clkdlybuf4s50_1, buf_4, nor2_1, a211oi_4, buf_4, mux2_2, clkdlybuf4s50_1"
  slowest_stage: "clkdlybuf4s50_1"
  crit_fanout: 5
  path_buffers: 4
  max_stage_delay_ps: 510
  path_delay_family: "buffers and inverters"
  crit_path_end_kind: "output port"
clock_network:
  cts_inserted_buffers: 3
  cts_tree: "done"
  cts_buffer_depth: 2
  cts_root_buffer: "clkbuf_8"
  cts_max_level: 1
  hold_buffers: 0
logic_synthesis:
  ys_warn_count: 20
  numSynthFlops: 17
  ys_chip_area_um2: 1220
  synthDistinctLibCells: 42
  common_cells: "ha_1 (19), inv_1 (18), dlxtn_1 (12)"
  synth_area_um2: 1220
  top_area_share_pct: 19.4
  synth_top_flop_cell: "dlxtn_1"
  edf_count: 0
  most_common_cell: "ha_1"
  avgSynthCellArea_um2: 8.55
  largest_area_cell: "ha_1"
  syn_inst: 143
  async_reset_ff_share_pct: 0
  ys_cells: 143
  synth.area.top_cells: "ha_1 (19%), dlxtn_1 (15%), dfxtp_1 (6.6%), inv_1 (5.5%), mux2i_1 (4.1%)"
outcome:
  outcome: "complete, no violations"
final_layout:
  design_area_um2: 1870
  drive_gt1_share_pct: 23.7
  syn2layout_area_growth_pct: 52.6
  fillers: 541
placed_design:
  portBuffers: 26
  placed_cell_area_um2: 1760
  dp_hpwl_um: 2470
  gp_congestion: 0.903
die:
  dieWidth_um: 94
  row_count: 26
  coreArea_um2: 5200
  die_area_um2: 8840
  fp_util_pct: 23.5
  die_h_um: 94
  pin_count: 27
global_route:
  grt_pass1_wl_um: 5100
  first_global_vias: 1074
  antenna_found_initial: 0
  gr-total-overflow: 0
  grt_max_degree: 14
  grtUsageTotal_pct: 7.01
flow_run:
  cap_violations: 0
  openroad.warnings: 32
routing:
  n_antenna_cell: 0
  avgRoutedWirePerCell_um: 11.0
  antenna_left: 0
  drt_iter0_markers: 30
  drt-pass1-iter-count: 4
  drc: 0
  vias: 1103
  vias_per_cell: 4.12
  totalWireLength_um: 2940
hold_path:
  hold_class: "primary input to output port"
## registers in the layout, summed over array words and instances, names as in the netlist
register and cells:
bal 6, currentstate 4, incorrectpassword 1, nextstate 4, nobalance 1, success 1
## stage by stage
stage               std cells  worst slack [ps]  util [%]  TNS, ps
CTS                       266              28.7      35.3        0
global route              268              19.2      35.8        0
finish                    268               129      35.8        0
detailed placement        261              -247      33.8     -669
global placement          261              -232      33.8     -585
floorplan                 143               892         -        0
## worst min-delay path: cells and delay by family
kind                     cells  cell delay, ps
XOR/XNOR                     1             150
multiplexers                 1              90
adder cells (fa/ha/maj)      2             410
buffers and inverters        2             260
## area by class of cell
type	count	area, um2	share of cell area (%)
Inverter	18	67.6	3.62
Clock buffer	3	41.3	2.21
Sequential cell	17	275	14.8
Multi-Input combinational cell	102	895	48.0
Tap cell	70	87.6	4.69
Timing Repair Buffer	58	499	26.8
## final timing paths
kind	from	slack, ps	end	cells past startpoint
max	amount[4]	130	balance[1]	7
min	amount[0]	2330	balance[2]	6
## kinds of logic (layout without fill, tap and decap cells)
logic type / after synthesis / in the layout / synth area share [%]
AOI/OAI and AO/OA: 30 / 30 / 18.6
xor gates and xnor gates: 9 / 9 / 6.45
adders and majority gates: 21 / 21 / 22.7
buffers and inverters: 24 / 79 / 7.47
DFF: 4 / 4 / 6.55
latches: 13 / 13 / 16.0
muxes: 7 / 7 / 6.24
other: 1 / 1 / 0.307
and+or+nand+nor: 34 / 34 / 15.7
## placed cells by master, fill, tap and decap left out, types with 2 or more instances in the layout
cell / n
nor3_1: 2
clkdlybuf4s50_1: 21
nand3b_1: 2
clkbuf_8: 3
dfxtp_1: 4
a32oi_1: 2
inv_1: 18
xor2_1: 4
nor2_1: 8
o21bai_1: 2
fa_1: 2
a21oi_1: 8
ha_1: 17
dlymetal6s2s_1: 2
o21ai_0: 3
buf_4: 32
xnor2_1: 5
a21oi_2: 2
nor2b_1: 5
nand2_1: 11
mux2i_1: 5
dlxtn_1: 12
## routing by layer
metal	part of all wire, %	vias to the layer above	global-route usage, %
li1	-	600	-
met1	51	482	10.4
met2	44	21	10.9
met3	5.2	0	1.37
met4	0	0	0.127
met5	0	-	0
## repair_timing
action / CTS / global route
pin swaps: 6 / 4
buffers inserted: 2 / 2
resized: 9 / 6
endpoints found under the setup margin: 5 / 4
